[flow/run.sh]
#!/bin/bash
# OpenROAD 26Q1-2900-gdf79404cd8, Yosys 0.63+post, stock flow scripts
make -C /OpenROAD-flow-scripts/flow DESIGN_CONFIG=/design/flow/config.mk WORK_HOME=/design/flow/orfs finish
[flow/constraint.sdc]
current_design control_unit

set clk_period 1.1
set clk_io_pct 0.2

create_clock -name clk0 -period $clk_period

set non_clock_inputs [all_inputs -no_clocks]
set_input_delay [expr $clk_period * $clk_io_pct] -clock clk0 $non_clock_inputs
set_output_delay [expr $clk_period * $clk_io_pct] -clock clk0 [all_outputs]
[flow/config.mk]
export PLATFORM = sky130hd
export DESIGN_NAME = control_unit
export DESIGN_NICKNAME = control_unit
export VERILOG_FILES = /design/flow/design.v
export SDC_FILE = /design/flow/constraint.sdc
export NUM_CORES = 4
export LEC_CHECK = 1
export CORE_AREA = 10 10 70 70
export DIE_AREA = 0 0 80 80
[flow/design.v]
module control_unit (
    input wire [31:0] instruction,
    input wire zero,
    input wire lt,
    input wire gt,
    output reg [3:0] alu_op,
    output reg [1:0] sh,
    output reg [3:0] write_reg_sel,
    output reg reg_write_enable,
    output reg [3:0] read_reg_sel1,
    output reg [3:0] read_reg_sel2,
    output reg [31:0] immidiate_val,
    output reg immidiate,
    output reg jump_en,
    output reg [31:0] jump_addr,
    output reg mem_load,
    output reg mem_store,
    output reg mem_load_im,
    output reg mem_store_im,
    output reg [31:0] mem_im_addr
);
  always @* begin
    alu_op = 4'bx;
    sh = 2'bx;
    write_reg_sel = 1'bx;
    reg_write_enable = 1'b0;
    read_reg_sel1 = 4'bx;
    read_reg_sel2 = 4'bx;
    immidiate_val = 32'bx;
    immidiate = 1'b0;
    jump_en = 1'b0;
    jump_addr = 32'bx;
    mem_load = 1'b0;
    mem_store = 1'b0;
    mem_load_im = 1'b0;
    mem_store_im = 1'b0;
    mem_im_addr = 32'bx;
    case (instruction[27:26])
      2'b00: begin   
        alu_op = instruction[24:21];
        sh = instruction[6:5];
        reg_write_enable = 1'b1;
        read_reg_sel1 = instruction[19:16];
        write_reg_sel = instruction[15:12];
        if (instruction[25] == 1'b0) begin
          read_reg_sel2 = instruction[3:0];
        end else begin
          immidiate = 1'b1;
          immidiate_val = {24'b0, instruction[7:0]};
        end
      end
      2'b01: begin   
        read_reg_sel1 = instruction[19:16];
        if (instruction[25]) begin
          if (instruction[20]) begin   
            mem_load = 1'b1;
            reg_write_enable = 1'b1;
            write_reg_sel = instruction[15:12];
          end else begin   
            mem_store = 1'b1;
            read_reg_sel2 = instruction[15:12];
          end
        end else begin
          mem_im_addr = {20'b0, instruction[11:0]};
          if (instruction[20]) begin   
            mem_load = 1'b1;
            mem_load_im = 1'b1;
            reg_write_enable = 1'b1;
            write_reg_sel = instruction[15:12];
          end else begin   
            mem_store = 1'b1;
            mem_store_im = 1'b1;
            read_reg_sel2 = instruction[15:12];
          end
        end
      end
      2'b10: begin   
        jump_en   = 1'b1;
        jump_addr = {{8{instruction[23]}}, instruction[23:0]};
      end
    endcase
  end
endmodule
==> impl.org <==
* Flow results

** STA
- Final setup margin :: -0.1532 ns
- Fraction of the cycle the final worst path needs :: 113.9%
- Derived from the worst setup path, the maximum achievable clock frequency is ~800 MHz.
- Setup Viol. Count Final :: 5
- Worst hold-check slack :: between 0.4 and 0.5 ns
- Post-layout min period :: between 1 and 1.5 ns
- Hold-check failures listed in the final report amount to 0.
- RSZ-0062 raised after global routing :: true
- Number of pins exceeding their max-slew limit in the final report :: 0

** Power
- The script computed a power per unit cell area of ~270 nW/um^2.
- Maximum vdd ir drop :: about 0.054 mV
- Static power due to leakage :: between 0.5 and 0.6 nW

** Placed design
- Detailed placement reports a standard cell area of 864.6 sq um.
- Final weighted congestion of routability-driven global placement :: approximately 0.72
- As logged by OpenROAD, the buffers inserted on ports number ~44.
- The wire-length estimate of the detail-placed layout is 1.898 mm.

** Worst setup path
- Worst-path maximum fanout :: 8
- STA classifies the critical path startpoint as a primary input.
- Kind of end point of the critical path :: primary output
- Data arrival at the endpoint of the critical path :: around 1.0 ns
- Data required time of the critical path :: slightly below 0.9 ns
- Critical path type :: primary input to primary output

** Cells and area
- In the final layout, the share of cells above drive strength 1 is between 40% and 50%.
- Registers take 0 sq um.
- Post-synthesis to final-layout area growth :: 1.160%
- The layout has 0 clock buffers.
- According to the cell report, flip-flops and latches in the layout number 0.
- Post-route cell area :: between 900 and 1000 sq um

** Drt
- Per the detail_route report, vias per standard cell equal slightly above 3.
- The final antenna diode tally reported by the flow is 0.
- Routed vias :: between 500 and 600
- TritonRoute output was used to compute an average wire per cell of 12.82 um.
- Post-route DRC violation count :: 0
- Total Wirelength :: ~2.2 mm
- In this run the remaining antenna-violating nets after routing total 0.
- The violation tally recorded at the end of detailed-routing iteration 0 is 9.
- Drt pass-1 iters :: 2

** Run status
- The run finished, with violations left.
- The final reports fail on negative setup slack.

** Global routing
- In the global route stage, overall resource usage came out at 5.380%.
- Pin count of the biggest net entering global routing :: 11
- Global-route wire length before repair :: approximately 3.0 mm
- The global route stage reports its total congestion overflow as 0.
- Number of global-route vias before repair :: 603
- Number of antenna violations at the first check in global routing :: 0

** Synth
- Mapped Area :: between 900 and 1000 sq um
- Yosys attributes the largest share of cell area to sky130_fd_sc_hd__buf_4 82%, sky130_fd_sc_hd__mux2_4 6.2%, sky130_fd_sc_hd__nor3b_1 3.9%, sky130_fd_sc_hd__buf_6 2.3%, sky130_fd_sc_hd__nand2b_4 1.4%.
- Sequential-to-total area share from yosys stat :: 0%
- The cell type that accounts for the most area after synthesis is sky130_fd_sc_hd__buf_4.
- In the synthesized netlist, the number of instances is 127.
- Synthesis instantiated 10 different standard cells from the library.
- The synthesized design devotes to its leading area cell type about 82% of total area.
- Area of the synthesized netlist per yosys stat :: 970.9 sq um
- Average cell area after synthesis :: 7.645 sq um
- Number of synthesis warnings :: 1
- For this design, Yosys synthesis ends with a cell count of roughly 130.

** Floorplanning
- The floorplan step defined a core boundary enclosing approximately 3400 sq um.
- Initial Util :: roughly 28%
- The floorplan has 21 rows.
- The floorplan step set the die height to ~80 um.
- The horizontal die dimension reported for this design is ~80 um.
- Full die area :: 6400 sq um
- # IOs :: around 160

** Run
- Number of logged tool warnings :: around 40
- # Max-Cap Violations :: 0

** Hold path
- Worst-case hold path end point :: alu_op[0]
- Checking hold timing, the worst path is listed with class primary input to primary output.
- Start point of the worst hold path :: instruction[21]
- In the hold timing report, the worst path depth is 0.
-- area by class of cell --
class / instances / area (sq um)
Inverter: 1 / 3.754
Fill cell: 350 / 2434
Timing Repair Buffer: 60 / 553.0
Multi-Input combinational cell: 61 / 367.9
Tap cell: 46 / 57.56
-- report_power, final --
group	total, mW	internal (mW)	leakage (nW)	switching, mW
Sequential	0	0	0	0
Combinational	0.268	0.187	0.577	0.0818
Clock	0	0	0	0
Total	0.268	0.187	0.577	0.0818
-- cell usage in the layout, fill, tap and decap left out, drive strengths merged --
master          n
conb           44
buf            36
dlygate4sd2     9
clkdlybuf4s50   8
nor3b           5
mux2            4
dlymetal6s2s    4
nor2            3
clkdlybuf4s15   3
nor2b           2
nor3            2
inv             1
nand2b          1
-- timing repair --
item,CTS,global route
endpoints found under the hold margin,0,0
endpoints found under the setup margin,32,23
pin swaps,4,4
resized,108,14
buffers inserted,9,2
hold buffers,0,0
-- Yosys cell counts --
master	number
sky130_fd_sc_hd__conb_1	1
sky130_fd_sc_hd__nor3b_1	5
sky130_fd_sc_hd__nor3_1	2
sky130_fd_sc_hd__nor2b_1	2
sky130_fd_sc_hd__buf_4	106
sky130_fd_sc_hd__mux2_4	4
sky130_fd_sc_hd__nand2b_4	1
sky130_fd_sc_hd__nor2_1	3
sky130_fd_sc_hd__inv_1	1
sky130_fd_sc_hd__buf_6	2
-- stage by stage --
stage          worst slack, ns  cells  setup TNS [ns]  total power, mW  util [%]
2_1_floorplan          0.02601    170               0           0.2919         -
3_3_place_gp           -0.7899    159          -17.29           0.2534     25.31
3_5_place_dp           -0.7967    159          -17.44           0.2530     25.31
4_1_cts                -0.1481    167         -0.5872           0.2604     27.11
5_1_grt                -0.1743    168         -0.6849           0.2971     28.75
6_report               -0.1532    168         -0.5115           0.2684     28.75
-- how the worst max path moves through the flow --
stage          startpoint          endpoint  slack (ns)
4_1_cts   instruction[27]  read_reg_sel2[1]       -0.15
5_1_grt   instruction[27]  read_reg_sel2[1]       -0.17
6_report  instruction[27]  read_reg_sel2[1]       -0.15
-- cell families (layout without fill, tap and decap cells) --
kind of cell | count (synthesis) | in the layout | share of synthesized area [%]
multiplexers | 4 | 4 | 6.186
buffers and inverters | 109 | 61 | 84.66
AND/OR/NAND/NOR | 13 | 13 | 8.763
other | 1 | 44 | 0.3862
-- layer usage --
layer	vias to the layer above	part of all wire [%]	GRT usage, %
met3	8	16	3.295
met1	216	37	5.274
li1	232	-	-
met4	0	1.2	1.585
met2	68	46	9.230
met5	-	0	0
-- worst max-delay path, stage by stage --
cell and delay [ns]:
sky130_fd_sc_hd__buf_6 0.09, sky130_fd_sc_hd__nand2b_4 0.18, sky130_fd_sc_hd__buf_6 0.13, sky130_fd_sc_hd__mux2_4 0.29, sky130_fd_sc_hd__buf_6 0.11
No activity file was given, so power comes from the tool's default toggle rates.
