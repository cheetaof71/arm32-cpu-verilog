**./design.v**
```verilog
module alu (
    input wire [31:0] op1,
    input wire [31:0] op2,
    input wire [3:0] alu_op,
    input wire [1:0] sh,
    output reg [31:0] result,
    output reg zero,
    output reg lt,
    output reg gt
);
  always @* begin
    case (alu_op)
      4'b0000: result = op1 & op2;   
      4'b0001: result = op1 ^ op2;   
      4'b0010: result = op1 - op2;   
      4'b0100: result = op1 + op2;   
      4'b1010: result = op1 - op2;   
      4'b1100: result = op1 | op2;   
      4'b1101: begin
        case(sh)
        2'b00: result = op1 << op2;  
        2'b01: result = op1 >> op2;  
        endcase
      end
      default: result = 32'b0;
    endcase
    zero = (result == 32'b0);
    lt   = (op1 < op2);
    gt   = (op1 > op2);
  end
endmodule
```
**./run.sh**
```bash
#!/bin/bash
# OpenROAD 26Q1-2900-gdf79404cd8, Yosys 0.63+post, stock flow scripts
make -C /OpenROAD-flow-scripts/flow DESIGN_CONFIG=/design/flow/config.mk WORK_HOME=/design/flow/orfs finish
```
**./config.mk**
```make
export PLATFORM = sky130hd
export DESIGN_NAME = alu
export DESIGN_NICKNAME = alu
export VERILOG_FILES = /design/flow/design.v
export SDC_FILE = /design/flow/constraint.sdc
export NUM_CORES = 4
export LEC_CHECK = 1
export CORE_UTILIZATION = 30
```
**./constraint.sdc**
```tcl
current_design alu

set clk_period 19.8
set clk_io_pct 0.2

create_clock -name clk0 -period $clk_period

set non_clock_inputs [all_inputs -no_clocks]
set_input_delay [expr $clk_period * $clk_io_pct] -clock clk0 $non_clock_inputs
set_output_delay [expr $clk_period * $clk_io_pct] -clock clk0 [all_outputs]
```
==> Slide: Implementation Results <==
Physical Implementation Snapshot

STA
  – Tmin final: 14.27 ns
  – Final hold viol count: 0
  – RSZ-0062 raised after global routing: false
  – Endpoints left unconstrained: 64
  – # setup viols final: 0
  – Cycle use final: 72.09%
  – Register pins left without a clock: 32
  – Slew HR: 22.94%
  – Final slew viol count: 0
  – Tightest Pin Transition: 1.141 ns
  – Fmax: 0.07006 GHz
  – Setup TNS: 0 ns
  – Hold Slack: 9.289 ns

Pwr
  – Pwr Density: 26.26 nW/um^2
  – Int Power: 114.8 uW
  – Maximum vdd ir drop: 14.47 uV
  – Sw power: 190.0 uW
  – Total power: 304.7 uW
  – Pleak: 0.004586 uW
  – Sw Ratio: 62.34%

Floorplanning
  – Chip area: 34,550 um^2
  – Die Ht: 185.9 um
  – # rows: 66
  – IO Pins: 105
  – Fp_density: 30.86%
  – Core area: 32,870 um^2
  – Horiz. Die Dim: 185.9 um

Logic synthesis
  – FFs w/ async S/R, synth: 0%
  – Syn Inst Count: 1,385
  – Mean Syn Cell Area: 7.323 um^2
  – Synthesis Warnings: 1
  – Yosys chip area: 10,140 um^2
  – Most used DFF post-synth: dlxtn_1
  – EDFF count, synth: 0
  – Mapped Area: 10,140 um^2
  – Area leader, netlist: ha_1
  – Synth flops: 32
  – Largest type area fraction: 11.84%
  – Yosys cell types: 88
  – Top cells by area: ha_1, mux4_2, mux2i_1
  – # Cells Yosys: 1,385

Cells and area
  – Finished layout cell area: 11,610 um^2
  – Comb gate area: 8833 um^2
  – Largest register FFs: 32
  – Area Overhead vs Synth: 14.43%
  – Layout cells sized above 1: 9.986%
  – Reg area: 480.5 um^2
  – # fillers: 3,524

Place
  – IO Port Bufs: 105
  – Final HPWL DP: 39.90 mm
  – Post-DP Area: 11,600 um^2
  – Routability cong.: 1.029

Global route
  – Initial antenna violation count: 2
  – Vias in the first global route: 11,180
  – First-pass GRT wire length: 75.24 mm
  – Gr ovfl total: 0
  – All-Layer GR Usage: 30.19%
  – Pin count of the biggest net entering global routing: 55

Setup path
  – Cell Chain, Critical Path: clkdlybuf4s50_1 -> buf_4 -> inv_1 -> ha_1 -> o211ai_1 -> o211ai_1 -> a22oi_1 -> o211ai_1 -> mux2i_1 -> o311ai_0 -> a211o_1 -> or4_1 -> or4_1 -> nor4_1 -> clkdlybuf4s50_1
  – Stages on worst setup path: 15
  – CP delay by family, top: AND-OR/OR-AND gates
  – Sum of buffers and inverters on the critical path: 4
  – CP Capture Type: output port
  – Worst path max stage delay: 0.62 ns
  – Most used cell, CP: o211ai_1
  – Critical path class: in2out
  – Arrival time worst endpoint: 10.31 ns
  – Slowest stage cell, crit path: ha_1
  – Data required, critical path: 15.84 ns
  – Setup crit start kind: input pin
  – CP max FO: 34

Route
  – Routed len/inst: 27.43 um
  – Pre-antenna DRT Iters: 6
  – Vias per cell: 6.535
  – DRC: 0
  – DR vias: 12,190
  – Drt total wl: 51.15 mm
  – Routed Antenna Nets: 0
  – Initial DRC count: 1,372

Run
  – # Max-Cap Violations: 0
  – Tool Warnings: 96

Clock network
  – Post_cts resized: 0
  – Post-CTS Repair Setup Buffers: 0
  – Hold Buf Count CTS: 0

Status
  – Status: finished, final reports clean

Hold path
  – Hold Path Depth: 5
  – Hold WC Path Type: in2out
==> area by class of cell <==
class,instances,share of cell area [%]
Inverter,98,3.169
Tap cell,442,4.765
Antenna cell,1,0.02156
Timing Repair Buffer,149,11.79
Multi-Input combinational cell,1143,76.11
Sequential cell,32,4.140
==> synthesized netlist by cell type (all sizes together) (5+ instances only) <==
cell / number
nor2: 128
nand2: 98
ha: 96
inv: 96
a21oi: 86
o21ai: 82
clkbuf: 78
mux2i: 54
mux4: 51
buf: 34
nor3: 33
dlxtn: 32
nand3: 32
o211ai: 28
mux2: 27
a31oi: 26
nor4: 26
a221oi: 22
a211oi: 21
nand2b: 17
nand4: 17
or4: 16
o221ai: 15
a21o: 14
o22ai: 14
nor2b: 13
or3: 13
a221o: 12
o31ai: 12
a211o: 11
a22oi: 11
o311ai: 10
and2: 9
o21a: 9
o41ai: 9
and3: 8
xnor2: 8
a41oi: 6
o2111ai: 6
o21bai: 6
and4: 5
nand3b: 5
nor3b: 5
o32ai: 5
==> metal layers <==
| metal | up-vias | GRT usage, % | wire [um] |
|---|---|---|---|
| met4 | 0 | 7.869 | 1620 |
| met1 | 5906 | 42.93 | 21420 |
| met5 | - | 0 | 0 |
| li1 | 5428 | - | - |
| met2 | 768 | 44.97 | 22240 |
| met3 | 86 | 8.574 | 5867 |
==> placed cells by master, fill, tap and decap left out, types with 12 or more instances in the layout <==
| cell type | Yosys | layout |
|---|---|---|
| nor4_1 | 26 | 25 |
| nand2b_1 | 16 | 16 |
| nor2_1 | 128 | 127 |
| mux4_2 | 47 | 47 |
| a221o_1 | 12 | 12 |
| a221oi_1 | 22 | 22 |
| o22ai_1 | 14 | 14 |
| a31oi_1 | 26 | 26 |
| mux2_2 | 25 | 25 |
| nand2_1 | 98 | 98 |
| a211oi_1 | 20 | 20 |
| a21oi_1 | 86 | 86 |
| ha_1 | 96 | 96 |
| nor2b_1 | 13 | 13 |
| dlxtn_1 | 32 | 32 |
| o31ai_1 | 12 | 12 |
| nand3_1 | 32 | 32 |
| or3_1 | 13 | 13 |
| a21o_1 | 14 | 14 |
| or4_1 | 16 | 16 |
| clkdlybuf4s50_1 | 0 | 102 |
| o221ai_1 | 15 | 15 |
| o21ai_0 | 80 | 80 |
| nand4_1 | 17 | 17 |
| buf_4 | 6 | 45 |
| mux2i_1 | 54 | 54 |
| nor3_1 | 33 | 33 |
| o211ai_1 | 28 | 28 |
| inv_1 | 96 | 96 |
==> worst paths after layout <==
| path | startpoint | end | slack, ns |
|---|---|---|---|
| max | op2[4] | zero | 5.53 |
| min | op2[31] | lt | 9.29 |
==> kinds of logic after synthesis <==
kind of cell	share of synthesized area (%)
adder cells (fa/ha/maj)	12.24
latches	4.737
AND-OR/OR-AND	32.01
buffers and inverters	8.426
XOR/XNOR	0.8636
AND/OR/NAND/NOR	21.92
multiplexers	19.80
==> power by group through the flow <==
stage | Sequential, uW | Clock, uW | Combinational [uW]
4_1_cts | 3.15 | 0 | 293
5_1_grt | 3.18 | 0 | 321
==> tightest hold or removal path: cells and delay by family <==
family / cells / cell delay, ns
fa+ha+maj: 1 / 0.17
buf+inv: 3 / 1.08
compound gates: 1 / 0.12
==> metrics by stage <==
step	setup slack, ns	cells	util, %
CTS	5.654	1864	35.31
global route	5.323	1864	35.31
global placement	5.590	1864	35.31
finish	5.526	1865	35.31
floorplan	7.069	1385	-
detailed placement	5.665	1864	35.31
No activity file was given, so power comes from the tool's default toggle rates.
